==> design/flow/design.v <==
module asyncfifo(
    input wr_clk, rd_clk, rst,
    input EN, WR, RD,
    input [31:0] DataIn,
    output reg [31:0] DataOut,
    output EMPTY, FULL
);
    reg [31:0] mem [0:7];
    reg [2:0] wr_ptr = 0;
    reg [2:0] rd_ptr = 0;
    reg [3:0] count = 0;
    assign EMPTY = (count == 0);
    assign FULL  = (count == 8);
    always @(posedge wr_clk or posedge rst) begin
        if (rst)
            wr_ptr <= 0;
        else if (EN && WR && !FULL) begin
            mem[wr_ptr] <= DataIn;
            wr_ptr <= wr_ptr + 1;
        end
    end
    always @(posedge rd_clk or posedge rst) begin
        if (rst) begin
            rd_ptr <= 0;
            DataOut <= 0;
        end else if (EN && RD && !EMPTY) begin
            DataOut <= mem[rd_ptr];
            rd_ptr <= rd_ptr + 1;
        end
    end
    always @(posedge wr_clk or posedge rst) begin
        if (rst)
            count <= 0;
        else begin
            if (EN) begin
                if (WR && !FULL && !(RD && !EMPTY)) count <= count + 1;
                else if (!WR && RD && !EMPTY) count <= count - 1;
                else if (WR && RD && !FULL && !EMPTY) count <= count;
            end
        end
    end
endmodule
==> design/flow/run.sh <==
#!/bin/bash
# OpenROAD 26Q1-2900-gdf79404cd8, Yosys 0.63+post, stock flow scripts
make -C /OpenROAD-flow-scripts/flow DESIGN_CONFIG=/design/flow/config.mk WORK_HOME=/design/flow/orfs finish
==> design/flow/config.mk <==
export PLATFORM = sky130hd
export DESIGN_NAME = asyncfifo
export DESIGN_NICKNAME = asyncfifo
export VERILOG_FILES = /design/flow/design.v
export SDC_FILE = /design/flow/constraint.sdc
export NUM_CORES = 4
export LEC_CHECK = 1
export CORE_UTILIZATION = 50
==> design/flow/constraint.sdc <==
current_design asyncfifo

set clk_period 6.2
set clk_io_pct 0.2

create_clock -name clk0 -period $clk_period [get_ports {rd_clk}]
create_clock -name clk1 -period $clk_period [get_ports {wr_clk}]

set non_clock_inputs [all_inputs -no_clocks]
set_input_delay [expr $clk_period * $clk_io_pct] -clock clk0 $non_clock_inputs
set_output_delay [expr $clk_period * $clk_io_pct] -clock clk0 [all_outputs]
==> impl_metrics.csv <==
group,metric,value,unit
power,powerDensity,437.8,nW/µm²
critical_path,r2r_slack,2.67,ns
power,power.leakage,4.619,nW
final_timing,hold_viol_final,0,
yosys,synth_warnings,2,
route,drc,0,
route,vias,6325,
final_timing,worst_pin_slew,0.7637,ns
global_routing,first_global_vias,6860,
yosys,ys_seq_share,76.52,%
die,die_area,23450,µm²
place,gp_congestion,0.7860,
die,row_count,54,
critical_path,worstReg2RegEnd,"DataOut[18]",
critical_path,setup.worst_path.end_class,"register",
power,seqPwrFrac,42.9,%
power,p_sw_share,29.00,%
clocking,postCtsSetupRepairBufs,0,
die,core,22090,µm²
route,drt_wl_total,23.95,mm
critical_path,startpoint_type,"register",
final_timing,finalSetupViolCount,0,
clocking,cts_num_sinks,298,
critical_path,r2r_cells,6,
route,drt_iter0_drc,376,
place,portBuffers,70,
critical_path,required,6.39,ns
route,antenna_left,0,
power,p_sw,0.001696,W
die,die_w,153.1,µm
clocking,ctsResizeCount,0,
yosys,area_leaders,"edfxtp_1, dfrtp_1, mux2_2",
hold_path,min_path_cells,2,
outcome,outcome,"completed",
final_timing,rsz0062_at_grt,"no",
route,drt-wirelength-per-cell,22.57,µm
yosys,ys_area,11420,µm²
clocking,cts_tree,"done",
yosys,synth-async-reset-ratio,14.09,%
global_routing,grt.total_usage,23.58,%
global_routing,grt_overflow,0,
global_routing,antenna_found_initial,0,
run,warning_count,34,
cells_and_area,drive_gt1_share,13.70,%
yosys,synthDistinctLibCells,47,
final_timing,fin_skew,0.01272,ns
final_timing,slew_viol_final,0,
route,n_antenna_cell,0,
critical_path,path_class,"reg2reg",
yosys,ys_cells,685,
yosys,synth_flops,298,
critical_path,timing.rr.start,"rd_ptr[2]",
yosys,syn_avg_cell_area,16.67,µm²
power,intPower,0.004153,W
die,fp_util,51.69,%
hold_path,min-delay-start,"DataOut[17]",
clocking,clk_pin_slew,0.06,ns
critical_path,arrival,3.72,ns
clocking,cts_hold_buf,0,
yosys,edf_count,256,
yosys,syn_inst,685,
yosys,yosysTopAreaCell,"edfxtp_1",
power,clockPowerShare,30.6,%
critical_path,crit_start,"rd_ptr[2]",
cells_and_area,layout_top_cells,"edfxtp_1, clkdlybuf4s50_1, nand2_1, dfrtp_1",
global_routing,grt_max_degree,55,
place,dp_hpwl,12.58,mm
die,num_io_pins,72,
hold_path,holdPathEnd,"DataOut[17]",
power,peakVddDrop,231.4,µV
yosys,synthesis.area,11420,µm²
final_timing,slew_headroom,49.08,%
yosys,ys.flop_type,"edfxtp_1",
die,die_h,153.1,µm
route,via_per_inst,5.961,
global_routing,grt_pass1_wl,37.40,mm
power,totalPowerFinal,0.005850,W
hold_path,hp-class,"reg2reg",
final_timing,fin_tns_setup,0,ns
run,max_cap_viol_count,0,
route,dr.pass1.iters,5,
yosys,yosysTopAreaCellShare,67.32,%
critical_path,critPathMaxFanout,54,
cells_and_area,layout_top_cell,"edfxtp_1",
power,p_comb_share,26.5,%
cells_and_area,area_growth,17.00,%
[state kept, by name (all words and copies together), names as in the netlist]
| register | flops |
|---|---|
| rd_ptr | 3 |
| DataOut | 32 |
| wr_ptr | 3 |
| mem | 256 |
| count | 4 |
[area by class of cell]
class	instances	area [µm²]
repair buffers	88	835.8
fillers	1557	8732
clock buffers	34	808.3
clock inverters	18	158.9
inverters	10	37.54
multi-input cells	333	2431
flip-flops and latches	298	8740
well taps	280	350.3
[Yosys cell counts, drive strengths merged (6+ instances only)]
library cell and number:
mux2 37, and4 6, o21ai 68, a21oi 8, ha 14, clkbuf 27
a32oi 6, edfxtp 256, a22o 25, a21o 8, nand2 51, a222oi 23
and3 30, inv 9, a22oi 16, a221oi 9, buf 17, and2 7
dfrtp 42
[power groups by stage]
| stage | logic, W | registers, W | clock network, W |
|---|---|---|---|
| after CTS | 0.00157 | 0.00251 | 0.00183 |
| after global routing | 0.00172 | 0.00254 | 0.00191 |
| final | 0.00155 | 0.00251 | 0.00179 |
[metrics by stage]
step	util [%]	area, µm²	setup slack (ns)	std cells	hold WS, ns
global route	60.48	13360	2.345	1061	0.5145
floorplan	-	11420	3.136	685	0.4313
CTS	60.48	13360	2.643	1061	0.4991
finish	60.48	13360	2.667	1061	0.4928
detailed placement	56.10	12390	2.380	1009	0.4760
global placement	56.10	12390	2.478	1009	0.4802
[worst max path at each step]
stage / end / slack (ns)
global route: DataOut[17] / 2.34
CTS: DataOut[18] / 2.64
finish: DataOut[18] / 2.67
[critical path: stages, from the launching register on]
cell,delay (ns)
dfrtp_2,0.63
buf_4,0.69
and2_1,0.72
nand2b_2,0.64
buf_4,0.42
and3_1,0.22
o21ai_1,0.07
[kinds of logic (layout without fill, tap and decap cells)]
logic type      count (synthesis)  after routing  share of synthesized area [%]
simple gates                  110            110                          5.193
flops                         298            298                          76.52
xor+xnor                        4              4                         0.3726
fa+ha+maj                      15             15                          1.709
mux                            38             38                          3.736
buf+inv                        54            150                          2.213
compound gates                166            166                          10.26
[per-layer routing]
layer,global-route usage (%),vias to the layer above,wire [µm]
met3,14.12,49,2708
met2,33.64,330,11140
li1,-,2870,-
met5,0.4141,-,0
met1,34.42,3076,9540
met4,4.906,0,558
Power and IR drop assume default switching activity.
